==> flow/design.v <==
module transmitter (
input clk, 
input rst, 
input [7:0] srcid, 
input [7:0] dstid, 
output [7:0] transmitter_output, 
output reg transmitter_valid,
output reg packet_starting, 
output reg packet_ending, 
input [2:0] actual_size, 
input stop_packet, 
input start_packet_gen);
parameter [2:0] S1_IDLE = 3'b000;
parameter [2:0] S2_SRCID_GEN = 3'b001;
parameter [2:0] S3_DSTID_GEN = 3'b010;
parameter [2:0] S4_SIZE_GEN = 3'b011;
parameter [2:0] S5_DATA_GEN = 3'b100;
parameter [2:0] S6_CRC_GEN = 3'b101;
reg [7:0] temp_packet, crc_gen, data;
reg [2:0] cs, ns;
reg gen_crc, clr_crc, load_data_count, clr_data_cnt;
reg [2:0] data_counter;
wire count_done;
assign transmitter_output = temp_packet;
assign count_done = (data_counter == 1)&& (cs == S5_DATA_GEN);
always@(posedge clk or posedge rst) begin
	if(rst)
		cs <= S1_IDLE;
	else
		cs <= ns;
end
always@(posedge clk or posedge rst) begin
	if(rst) begin
		data_counter <= 0;
		data <= 0;
	end
	else begin
		if(load_data_count) begin
			data_counter <= actual_size;
			data <=1;
		end
		else if(clr_data_cnt == 1) begin
			data_counter <=0;
			data <= 1;
		end
		else if (data_counter ==1) begin
			data_counter <= data_counter;
			data <= data;
		end
		else begin
			data_counter <= data_counter -1;
			data <= data+1;
		end
	end
end
always@(stop_packet, cs, srcid, dstid, start_packet_gen, data, actual_size) begin
	case(cs)
		S1_IDLE : begin
			transmitter_valid = 0;
			packet_ending = 0;
			packet_starting = 0;
			temp_packet = 0;
			clr_data_cnt = 0;
			load_data_count = 0;
			clr_crc = 0;
			if( start_packet_gen == 0 || stop_packet == 1)
				ns <= S1_IDLE;
			else
				ns <= S2_SRCID_GEN;
		end
		S2_SRCID_GEN : begin
			packet_ending =0;
			clr_crc = 1;
			temp_packet = srcid;
			clr_data_cnt = 1;
			if(start_packet_gen ==0)
				ns <= S1_IDLE;
			else if(stop_packet == 1) begin
				ns <= S2_SRCID_GEN;
				transmitter_valid = 0;
			end
			else begin
				ns <= S3_DSTID_GEN;
				transmitter_valid = 1;
				packet_starting = 1;
			end
		end
		S3_DSTID_GEN : begin
			clr_crc = 0;
			clr_data_cnt = 0;
			temp_packet = dstid;
			packet_starting = 0;
			ns <= S4_SIZE_GEN;
		end
		S4_SIZE_GEN: begin
			temp_packet = actual_size;
			load_data_count = 1;
			ns <= S5_DATA_GEN;
		end
		S5_DATA_GEN: begin
			temp_packet = data;
			gen_crc = 1;
			load_data_count = 0;
			if(count_done ==1) begin
				ns <= S6_CRC_GEN;
			end
			else
				ns <= S5_DATA_GEN;
		end
		S6_CRC_GEN: begin
			packet_ending = 1;
			gen_crc = 0;
			temp_packet = crc_gen;
			if(start_packet_gen == 1)
				ns <= S2_SRCID_GEN;
			else
				ns <= S1_IDLE;
		end
		default: ns <= S1_IDLE;
	endcase
end
always@(posedge clk or posedge rst) begin
	if(rst)
		crc_gen <= 0;
	else if(clr_crc == 1)
		crc_gen <= 0;
	else if(gen_crc)
		crc_gen <= temp_packet ^ crc_gen;
	else
		crc_gen <= crc_gen;
end
endmodule
==> flow/run.sh <==
#!/bin/bash
# OpenROAD 26Q1-2900-gdf79404cd8, Yosys 0.63+post, stock flow scripts
make -C /OpenROAD-flow-scripts/flow DESIGN_CONFIG=/design/flow/config.mk WORK_HOME=/design/flow/orfs finish
==> flow/config.mk <==
export PLATFORM = sky130hd
export DESIGN_NAME = transmitter
export DESIGN_NICKNAME = transmitter
export VERILOG_FILES = /design/flow/design.v
export SDC_FILE = /design/flow/constraint.sdc
export NUM_CORES = 4
export LEC_CHECK = 1
export CORE_UTILIZATION = 40
==> flow/constraint.sdc <==
current_design transmitter

set clk_period 2.3
set clk_io_pct 0.2

create_clock -name clk0 -period $clk_period [get_ports {clk}]

set non_clock_inputs [all_inputs -no_clocks]
set_input_delay [expr $clk_period * $clk_io_pct] -clock clk0 $non_clock_inputs
set_output_delay [expr $clk_period * $clk_io_pct] -clock clk0 [all_outputs]
==> results.py <==
# Auto-generated metrics
metrics = {
    "sta": {
        "maxSlewViolCount": 0,
        "fmax_ghz": 0.6091,
        "untimed_endpoints": 25,
        "finalSetupTns_ps": 0,
        "tightest_slew_ps": 506.7,
        "unclocked_regs": 14,
        "rsz0062_at_grt": "no",
        "post-route-period-util": 0.7139,
        "fin_crit_ps": 1642,
        "skew_ps": 5.077,
        "slew_headroom": 0.6622,
        "hold_viol": 0,
        "setup_viol": 0,
    },
    "place": {
        "dp_hpwl_mm": 2.445,
        "numPortBuffers": 33,
        "gp_congestion": 0.7706,
    },
    "clock_network": {
        "ctsHoldBuffers": 0,
        "cts_setup_buffers": 0,
        "cts_max_path_buffers": 2,
        "clock_latency_ps": 270,
        "clk_pin_slew_ps": 90,
        "cts_tree": "built",
        "h-tree-depth": 1,
        "cts-root-buf": "clkbuf_8",
        "cts_buffers": 3,
        "ctsResizeCount": 0,
    },
    "routing": {
        "drt_pass1_iterations": 4,
        "insertedDiodeCount": 0,
        "ant_nets": 0,
        "wire_per_inst_um": 13.76,
        "routed_wl_mm": 3.372,
        "vias": 1259,
        "drc_errors": 0,
        "via_per_inst": 5.139,
        "first_iter_violations": 51,
    },
    "critical_path": {
        "reg2regPathDepth": 5,
        "crit_fanout": 14,
        "cp_cell_sequence": "ha_1 -> nor2b_1 -> buf_4 -> or4_1 -> a21oi_1",
        "end_kind": "flip-flop",
        "slowest_stage": "or4_1",
        "timing.rr.start": "data_counter[0]",
        "critPathLaunchType": "flip-flop",
        "reg2reg_to": "data[5]",
        "critPathKind": "reg -> reg",
        "rrSetupSlack_ps": 660,
        "worstPathArrival_ps": 1850,
        "slowest_delay_ps": 510,
        "required_ps": 2500,
    },
    "grt": {
        "grt_pass1_wl_mm": 5.740,
        "grt_use_total": 0.1791,
        "grt_pass1_vias": 1238,
        "grt_overflow_total": 0,
        "grt_max_degree": 26,
        "antenna_found_initial": 0,
    },
    "worst_hold_path": {
        "hp-class": "reg -> reg",
        "min_to": "cs[0]",
        "hold_path_startpoint": "cs[0]",
        "min_delay_path_depth": 2,
    },
    "cells_and_area": {
        "fillCellCount": 334,
        "area_delta_synth_final_pct": 26.62,
        "drive_gt1_frac": 0.07614,
        "fin_util": 0.5404,
    },
    "floorplan": {
        "die_h_um": 65.20,
        "fp-row-count": 22,
        "initial_core_util": 0.4268,
        "fp.dieW_um": 65.20,
        "die-area_um2": 4251,
        "io_pins": 34,
        "core_um2": 3744,
    },
    "yosys": {
        "top_cell": "nand2_1",
        "synth-xor-area-share": 0.05482,
        "synth-simple-area-share": 0.1887,
        "yosysChipArea_um2": 1598,
        "syn_area_um2": 1598,
        "synth_top_area_share": 0.3759,
        "synth_cell_types": 33,
        "ff_type": "dfrtp_1",
        "ys_top_logic_family": "simple AND/OR/NAND/NOR gates",
        "ys_sh_mux": 0.03132,
        "ys_sh_adder": 0.02349,
        "synthAoiAreaFrac": 0.1378,
        "edf_count": 0,
        "netlist_top_cells_count": "nand2_1, dfrtp_1, a22oi_1, dlxtn_1, nor2_1",
        "synth_flops": 39,
        "yosysCellCount": 165,
        "largest_area_cell": "dfrtp_1",
        "async_reset_ff_frac": 0.6410,
        "yosysWarnings": 1,
        "area_leaders": "dfrtp_1, dlxtn_1, nand2_1",
        "synth.avg_cell_area_um2": 9.684,
        "synthCells": 165,
    },
    "pwr": {
        "power-per-cell-area_nw_per_um2": 987.5,
        "peakVddDrop_mv": 0.6641,
        "p_leak_nw": 0.8889,
    },
    "flow_run": {
        "warnings": 26,
        "maxCapViolCount": 0,
    },
    "outcome": {
        "status": "completed",
    },
}
[worst max-delay path, delay by kind of cell (launching register included)]
kind	cells	cell delay, ps
and+or+nand+nor	2	640
AOI/OAI and AO/OA	1	150
buffers and inverters	1	170
DFF	1	390
adders and majority gates	1	220
[flip-flops by register name, summed over array words and instances, names as in the netlist]
register and count:
crc_gen 8, cs 6, packet_starting 1, transmitter_valid 1, load_data_count 1, packet_ending 1
temp_packet 8, data 8, clr_crc 1, gen_crc 1, data_counter 3
[how the worst max path moves through the flow]
stage                      startpoint      end  cells past startpoint
final                 data_counter[0]  data[5]                      5
after global routing  data_counter[0]  data[4]                      5
after CTS             data_counter[0]  data[5]                      5
[layout by cell type (no fill, tap or decap), types with 5 or more instances in the layout]
cell type         n
dlxtn_1          13
a21oi_1           7
mux2i_1           5
a22oi_1          13
inv_1             8
xor2_1            8
dfrtp_1          24
nor2_1           10
nand2_1          29
clkdlybuf4s50_1  33
o21ai_0           5
[where the power goes]
group / internal, mW / switching [mW]
Combinational: 0.397 / 0.335
Clock: 0.121 / 0.144
Sequential: 0.778 / 0.222
[logic make-up (layout without fill, tap and decap cells)]
kind of cell,Yosys count,count (layout)
xor+xnor,10,10
mux,5,5
buf+inv,16,48
simple gates,60,60
flops,25,25
compound gates,32,32
fa+ha+maj,3,3
latches,14,14
[stage by stage]
step / hold WS (ps) / std cells / area [um^2] / total power, mW / worst slack [ps]
final: 521.4 / 245 / 2023 / 1.998 / 658.1
after global routing: 556.1 / 245 / 2023 / 2.179 / 580.5
after CTS: 523.5 / 245 / 2023 / 2.013 / 662.8
after detailed placement: 512.2 / 241 / 1977 / 1.748 / 682.5
after global placement: 511.0 / 241 / 1977 / 1.720 / 728.4
after floorplan: 351.9 / 165 / 1598 / 1.451 / 859.6
[layer usage]
metal	routed length (um)	track usage	up-vias
li1	-	-	632
met1	1672	0.2894	592
met4	19	0.01902	0
met2	1510	0.2809	33
met3	170	0.01761	2
met5	0	0	-
[layout make-up]
cell class	count	area, um^2	area share
well taps	48	60.06	0.02968
clock inverters	1	5.005	0.002474
clock buffers	3	41.29	0.02041
repair buffers	36	352.8	0.1744
multi-input cells	110	696.9	0.3445
inverters	8	30.03	0.01484
flip-flops and latches	39	837.1	0.4137
Power figures rest on the tool's default switching activity, not on a simulated workload.
