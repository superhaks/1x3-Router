`/design/flow/config.mk`:
```
export PLATFORM = sky130hd
export DESIGN_NAME = router
export DESIGN_NICKNAME = router
export VERILOG_FILES = /design/flow/design.v
export SDC_FILE = /design/flow/constraint.sdc
export NUM_CORES = 4
export LEC_CHECK = 1
export CORE_UTILIZATION = 30
```
`/design/flow/constraint.sdc`:
```
current_design router

set clk_period 6.9
set clk_io_pct 0.2

create_clock -name clk0 -period $clk_period [get_ports {clk1}]
create_clock -name clk1 -period $clk_period [get_ports {clk2}]

set non_clock_inputs [all_inputs -no_clocks]
set_input_delay [expr $clk_period * $clk_io_pct] -clock clk0 $non_clock_inputs
set_output_delay [expr $clk_period * $clk_io_pct] -clock clk0 [all_outputs]
```
`/design/flow/design.v`:
```
module read( 
input rst, 
input clk,
input fifo1_empty, 
input fifo2_empty,
input [15:0] fifo1_datain,
input [7:0] fifo2_data, 
output packet_valid_o1, 
output packet_valid_o2,
output packet_valid_o3,
output [7:0] packet_output_1,
output [7:0] packet_output_2, 
output [7:0] packet_output_3, 
output reg fifo1_ren, 
output reg fifo2_ren);
parameter [2:0] WAIT_FIFO1 = 3'b000; 
parameter [2:0] READ_FIFO1 = 3'b001;
parameter [2:0] DECODE_FIFO1 = 3'b010;
parameter [2:0] READ_PACKET_DATA = 3'b011;
parameter [2:0] READ_NEXT_FIFO1 = 3'b100;
wire done;
reg load_packet_count, clear_packet_count, packet_valid, packet_dec_en;
reg [1:0] select_output, select_output_reg;
reg[7:0] temp_packet_data;
reg [2:0] cs, ns;
reg [7:0] packet_counter;
assign done = (packet_counter == 1);
assign packet_output_1 = (select_output_reg == 1)? temp_packet_data : 0;
assign packet_output_2 = (select_output_reg == 2)? temp_packet_data : 0;
assign packet_output_3 = (select_output_reg == 3)? temp_packet_data : 0;
assign packet_valid_o1 = (select_output_reg == 1)? packet_valid : 0;
assign packet_valid_o2 = (select_output_reg == 2)? packet_valid : 0;
assign packet_valid_o3 = (select_output_reg == 3)? packet_valid : 0;
always @ (posedge clk or posedge rst) begin
	if (rst == 1)
		cs <= WAIT_FIFO1;
	else
		cs <= ns;
end
always @ (posedge clk or posedge rst) begin
	if (rst == 1)
		select_output_reg <= 0;
	else
		select_output_reg <= select_output;
end
always@(posedge clk or posedge rst) begin
	if(rst) begin
		packet_counter <= 0;
	end
	else begin
		if(load_packet_count) begin
			packet_counter <= fifo1_datain[15:8];
		end
		else if(clear_packet_count == 1) begin
			packet_counter <=0;
		end
		else if ((packet_counter ==1) || (fifo2_empty == 1) || (packet_dec_en == 0)) begin
			packet_counter <= packet_counter;
		end
		else
			packet_counter <= packet_counter -1;
	end
end
always @(fifo1_empty, fifo2_empty, done, cs, fifo1_datain, packet_counter, 
fifo2_data) begin
	case(cs)
		WAIT_FIFO1 : begin
			fifo1_ren =0;
			load_packet_count =0;
			packet_dec_en =0;
			temp_packet_data =0;
			select_output=0;
			clear_packet_count =1;
			packet_valid = 0;
			fifo2_ren = 0;
			if(fifo1_empty == 0)
				ns <= READ_FIFO1;
			else 
				ns <= WAIT_FIFO1;
		end
		READ_FIFO1: begin
			clear_packet_count =0;
			packet_dec_en = 0;
			packet_valid = 0;
			fifo1_ren = 1;
			ns <= DECODE_FIFO1;
		end
		DECODE_FIFO1 : begin
			fifo1_ren = 0;
			fifo2_ren = 1;
			clear_packet_count =0;
			load_packet_count = 1;
			packet_dec_en =0;
			if(0 <= fifo1_datain[7:0] && fifo1_datain[7:0] <= 127)
				select_output = 1;
			else if( 128 <= fifo1_datain[7:0] && fifo1_datain[7:0] <= 195)
				select_output = 2;
			else if( 196 <= fifo1_datain[7:0] && fifo1_datain[7:0] <=255)
				select_output = 3;
			else
				select_output = 0;
			if(fifo2_empty == 1)
				ns <= DECODE_FIFO1;
			else 
				ns <= READ_PACKET_DATA;
			if(packet_counter >= 1)
				temp_packet_data = fifo2_data;
			else
				temp_packet_data = 0;
		end
		READ_PACKET_DATA : begin
			load_packet_count = 0;
			packet_dec_en = 1;
			packet_valid = 1;
			temp_packet_data = fifo2_data;
			if(packet_counter == 3 & fifo1_empty == 0)
				ns <= READ_NEXT_FIFO1;
			else if(done == 1 && fifo1_empty == 1)
				ns <= WAIT_FIFO1;
			else
				ns <= READ_PACKET_DATA;
		end
		READ_NEXT_FIFO1: begin
			temp_packet_data = fifo2_data;
			if(fifo1_empty == 0) 
				fifo1_ren = 1;
			else
				fifo1_ren = 0;
			if(fifo1_empty == 0)
				ns <= DECODE_FIFO1;
			else
				ns <= WAIT_FIFO1;
			end 
		default : ns <= WAIT_FIFO1;
	endcase
end
endmodule
module write( 
input rst, 
input clk, 
input [7:0] buff_out, 
input [7:0] src1, 
input [7:0] src2, 
input [7:0] src3, 
input packet_valid, 
input fifo1_full,
output reg fifo2_wen, 
output reg stop_packet, 
output reg fifo1_wen, 
output reg [15:0] fifo1_datain);
parameter [2:0] S1_IDLE = 3'b000; 
parameter [2:0] S2_VALIDITY_CHECK = 3'b001;
parameter [2:0] S3_SOURCE_VALIDITY_CHECK = 3'b010;
parameter [2:0] S4_DESTINATION = 3'b011;
parameter [2:0] S5_DATA_SIZE = 3'b100;
parameter [2:0] S6_DATA = 3'b101;
parameter [2:0] S7_CRC = 3'b110;
wire done;
reg load_data_count, clear_data_count, fifo1_valid;
reg [2:0] cs, ns, data_counter;
reg [15:0] temp_fifo1;
assign done = (data_counter == 1)&& (cs == S6_DATA);
always @ (posedge clk or posedge rst) begin
	if (rst == 1)
		cs <= S1_IDLE;
	else
		cs <= ns;
end
always@(posedge clk or posedge rst) begin
	if(rst) begin
		data_counter <= 0;
	end
	else begin
		if(load_data_count) begin
			data_counter <= buff_out;
		end
		else if(clear_data_count == 1) begin
			data_counter <=0;
		end
		else if (data_counter ==1) begin
			data_counter <= data_counter;
		end
		else begin
			data_counter <= data_counter -1;
		end
	end
end
always @(packet_valid, src1, src2, src3, fifo1_full, done, cs) begin
	case(cs)
		S1_IDLE : begin
			fifo1_wen =0;
			stop_packet =0;
			fifo2_wen =0;
			fifo1_valid = 0;
			load_data_count =0;
			temp_fifo1 =0; 
			fifo1_datain=0;
			clear_data_count =0;
			if (rst == 0) 
				ns <= S1_IDLE;
			else 
				ns <= S2_VALIDITY_CHECK;
		end
		S2_VALIDITY_CHECK: begin
			clear_data_count = 0;
			fifo2_wen = 0;
			if(packet_valid == 1 && fifo1_full == 0) 
				ns <= S3_SOURCE_VALIDITY_CHECK;
			else 
				ns <= S2_VALIDITY_CHECK;
			if(fifo1_full == 1)
				stop_packet = 1;
			else
				stop_packet = 0;
		end
		S3_SOURCE_VALIDITY_CHECK : begin
			clear_data_count = 0;
			if((buff_out == src1 || buff_out == src2 || buff_out == src3) &&
			(packet_valid == 1 && fifo1_full == 0)) begin
				fifo1_valid = 1;
				fifo2_wen = 1;
			end
			else 
				fifo2_wen = 0;
			if(fifo1_full == 1)
				stop_packet = 1;
			else
				stop_packet = 0;
			if(packet_valid == 1 && fifo1_full == 0) 
				ns <= S4_DESTINATION;
			else
				ns <= S3_SOURCE_VALIDITY_CHECK;
		end
		S4_DESTINATION : begin 
			temp_fifo1[7:0] = buff_out;
			ns <= S5_DATA_SIZE;
		end
		S5_DATA_SIZE : begin
			temp_fifo1[15:8] = buff_out + 4;
			fifo1_datain = temp_fifo1;
			load_data_count = 1;
			if(fifo1_valid == 1)
			fifo1_wen = 1;
			ns <= S6_DATA;
		end
		S6_DATA : begin
			fifo1_wen =0;
			fifo1_valid =0;
			load_data_count = 0;
			if(done == 1)
				ns <= S7_CRC;
			else
				ns <= S6_DATA;
		end
		S7_CRC : begin
			clear_data_count = 1;
			if(fifo1_full == 1)
				stop_packet = 1;
			else
				stop_packet = 0;
			if(packet_valid ==1)
				ns <= S3_SOURCE_VALIDITY_CHECK;
			else
				ns <= S2_VALIDITY_CHECK;
		end
		default : ns <= S1_IDLE;
	endcase
end
endmodule
module fifo( data_output, write_inc, full, read_inc, empty, data_in, read_clk, 
write_clk, reset);
parameter DATA_WIDTH = 8;
parameter DEPTH = 8; 
output reg [DATA_WIDTH - 1 : 0] data_output;
input [DATA_WIDTH - 1 : 0] data_in;
output full;
output empty;
input write_inc, read_inc;
input read_clk, write_clk;
input reset;
reg [$clog2(DEPTH) : 0] read_ptr, read_sync_1, read_sync_2;
reg [$clog2(DEPTH) : 0] write_ptr, wr_sync_1, wr_sync_2;
reg [DATA_WIDTH-1 : 0] mem [DEPTH-1 : 0];
wire [$clog2(DEPTH) : 0] read_ptr_b, read_ptr_g;
wire [$clog2(DEPTH) : 0] write_ptr_b, write_ptr_g;
wire [$clog2(DEPTH)-1 : 0] read_mem_ptr;
wire [$clog2(DEPTH)-1 : 0] write_mem_ptr;
assign write_mem_ptr = write_ptr[$clog2(DEPTH)-1:0];
assign read_mem_ptr = read_ptr[$clog2(DEPTH)-1:0];
always @(posedge write_clk or posedge reset) begin
	if (reset) 
		write_ptr <= 0;
	else if (write_inc == 1 && full == 0) begin 
		write_ptr <= write_ptr + 1;
		mem[write_mem_ptr] <= data_in;
	end
	else
		write_ptr <= write_ptr;
end
always @(posedge read_clk or posedge reset) begin
	if (reset) begin
		read_ptr <= 0;
	end
	else if (read_inc == 1 && empty == 0) begin 
		read_ptr <= read_ptr + 1;
		data_output <= mem[read_mem_ptr];
	end
	else
		read_ptr <= read_ptr;
end
always @(posedge write_clk or posedge reset) begin
	if(reset == 1) begin
		read_sync_1 <= 0;
		read_sync_2 <= 0;
	end
	else begin
		read_sync_1 <= read_ptr_g;
		read_sync_2 <= read_sync_1;
	end
end
always @(posedge read_clk or posedge reset) begin
	if(reset == 1) begin
		wr_sync_1 <= 0;
		wr_sync_2 <= 0;
	end
	else begin
		wr_sync_1 <= write_ptr_g;
		wr_sync_2 <= wr_sync_1;
	end
end
assign full = returnFull(read_ptr_b, write_ptr);
assign empty = returnEmpty(read_ptr, write_ptr_b);
assign write_ptr_g = write_ptr ^ (write_ptr>>1);
assign read_ptr_g = read_ptr ^ (read_ptr>>1);
genvar i;
generate
	assign write_ptr_b[$clog2(DEPTH)] = wr_sync_2[$clog2(DEPTH)];
	for(i=$clog2(DEPTH)-1; i>=0; i=i-1) begin : WrGtoB
		assign write_ptr_b[i] = wr_sync_2[i] ^ write_ptr_b[i+1];
	end
endgenerate
genvar j;
generate 
	assign read_ptr_b[$clog2(DEPTH)] = read_sync_2[$clog2(DEPTH)];
	for(j=$clog2(DEPTH)-1; j>=0; j=j-1) begin : RdGtoB
		assign read_ptr_b[j] = read_sync_2[j] ^ read_ptr_b[j+1];
	end
endgenerate
function returnEmpty(input [$clog2(DEPTH):0] rdptr, input [$clog2(DEPTH):0] wrptr);
begin
	if(rdptr == wrptr)
		returnEmpty = 1'b1;
	else
		returnEmpty = 1'b0;
	end
endfunction
function returnFull(input [$clog2(DEPTH):0]rdptr, input [$clog2(DEPTH):0]wrptr);
begin
	if(wrptr[$clog2(DEPTH)-1:0] == rdptr[$clog2(DEPTH)-1:0] &&
	write_ptr[$clog2(DEPTH)] != read_ptr[$clog2(DEPTH)])
		returnFull = 1;
	else
		returnFull = 0;
end
endfunction
endmodule
module router (
input rst, 
input clk1, 
input clk2,
input [7:0] packet_in, 
input packet_valid_i,
output packet_valid_o1,
output packet_valid_o2, 
output packet_valid_o3,
output stop_packet_send,
output [7:0] packet_out1,
output [7:0] packet_out2,
output [7:0] packet_out3);
parameter [7:0] TS1 = 1;
parameter [7:0] TS2 = 2;
parameter [7:0] TS3 = 3;
parameter DATA_WIDTH = 8;
reg [7:0] buff_out;
wire fifo1_full, fifo1_wen, fifo1_ren, fifo1_empty;
wire [15:0] fifo1_datain, fifo1_dataout;
wire fifo2_full, fifo2_wen, fifo2_ren, fifo2_empty;
wire [7:0] fifo2_dataout;
always@(posedge clk1, posedge rst) begin
	if(rst == 1)
		buff_out <= 0;
	else if(packet_valid_i==1)
		buff_out <= packet_in;
	else
		buff_out <= buff_out;
end
write write_inst ( .rst(rst), .clk(clk1), .buff_out(buff_out), .src1(TS1), .src2(TS2), .src3(TS3), .packet_valid(packet_valid_i), .fifo1_full(fifo1_full), 
.fifo2_wen(fifo2_wen), .stop_packet(stop_packet_send), .fifo1_wen(fifo1_wen), .fifo1_datain(fifo1_datain));
read read_inst ( .rst(rst), .clk(clk2), .packet_valid_o1(packet_valid_o1), .packet_output_1(packet_out1), .packet_valid_o2(packet_valid_o2), .packet_output_2(packet_out2), .packet_valid_o3(packet_valid_o3), .packet_output_3(packet_out3), .fifo1_ren(fifo1_ren),  .fifo1_empty(fifo1_empty), .fifo1_datain(fifo1_dataout), .fifo2_ren(fifo2_ren), .fifo2_empty(fifo2_empty), .fifo2_data(fifo2_dataout)); 
fifo#(.DATA_WIDTH(16), .DEPTH(2)) fifo1_inst(.data_output(fifo1_dataout), .write_inc(fifo1_wen), .full(fifo1_full), .read_inc(fifo1_ren), .empty(fifo1_empty), .data_in(fifo1_datain), .read_clk(clk2), .write_clk(clk1), .reset(rst));
fifo#(.DATA_WIDTH(DATA_WIDTH), .DEPTH(64)) fifo2_inst(.data_output(fifo2_dataout), .write_inc(fifo2_wen), .full(fifo2_full), .read_inc(fifo2_ren), .empty(fifo2_empty), .data_in(buff_out), .read_clk(clk2), .write_clk(clk1), .reset(rst));
endmodule
```
`/design/flow/run.sh`:
```
#!/bin/bash
# OpenROAD 26Q1-2900-gdf79404cd8, Yosys 0.63+post, stock flow scripts
make -C /OpenROAD-flow-scripts/flow DESIGN_CONFIG=/design/flow/config.mk WORK_HOME=/design/flow/orfs finish
```
==> flow_summary_export.csv <==
group,metric,value,unit
routing,ant_nets,0,
grt,antenna_found_initial,4,
job,maxCapViolations,0,
critical_path,crit_type,"reg2reg",
final_timing,hold_violations,0,
power_and_ir_drop,netSwitchingPower,2.03,mW
grt,grt_start_max_net_pins,58,
synthesis,async_flop_share,12.6,%
synthesis,syn_avg_cell_area,15.9,µm²
routing,first_iter_violations,1598,
floorplanning,chip_area,91200,µm²
grt,grt_usage,25.6,%
cts,clk_pin_slew,0.06,ns
final_timing,slew_headroom,31.0,%
synthesis,synth-main-ff-cell,"edfxtp_1",
place,port-buffer-count,38,
place,dp_hpwl,74300,µm
synthesis,synth-seq-cells,691,
grt,gr-total-overflow,0,
grt,grt_pass1_vias,17400,
run_status,status,"completed",
routing,vias_per_cell,5.64,
critical_path,end_kind,"register",
cts,post_cts_resized,0,
final_timing,hold_ws,0.242,ns
critical_path,critPathLaunchType,"register",
layout,syn_to_final_growth,15.2,%
cts,tritoncts,"yes",
final_timing,finalSetupViolCount,0,
cts,cts_hold_buf,0,
final_timing,fin_tns_setup,0,ns
final_timing,worstMarginPinSlew,1.04,ns
cts,post_cts_buffers,0,
synthesis,netlist_area,27000,µm²
power_and_ir_drop,comb_power_share,4.9,%
power_and_ir_drop,static-leakage-power,11.1,nW
routing,vias,16800,
power_and_ir_drop,pwr-share-seq,50.3,%
synthesis,yosysWarnings,7,
power_and_ir_drop,clkPwrFrac,44.8,%
layout,largest_reg_flops,512,
layout,drive_gt1_share,14.4,%
synthesis,synth_cell_types,75,
final_timing,rsz0062_at_grt,"no",
final_timing,fin_skew,0.0288,ns
synthesis,synth-edff-count,562,
synthesis,yosys_cells,1697,
power_and_ir_drop,p_int,6.99,mW
floorplanning,fp_util,30.4,%
final_timing,slew_violations,0,
final_timing,untimed_endpoints,73,
floorplanning,io_pins,40,
layout,registers.top_by_ff_count,"fifo2_inst.mem",
final_timing,unclocked_pins,42,
floorplanning,die_y,302,µm
critical_path,path_max_fanout,42,
power_and_ir_drop,power.density,290,nW/µm²
grt,grt_pass1_wl,148000,µm
power_and_ir_drop,swShare,22.5,%
layout,largestRegisters,"fifo2_inst.mem x512, fifo1_inst.mem x28",
critical_path,crit_arrival,4.39,ns
job,openroad.warnings,48,
synthesis,ys_area,27000,µm²
routing,wirelength,109000,µm
floorplanning,die_w,302,µm
min_path,hp-class,"reg2reg",
power_and_ir_drop,ir_drop,184,µV
synthesis,syn_inst,1697,
routing,firstDrtPassIters,21,
routing,drc_errors,0,
floorplanning,coreArea,88800,µm²
place,globalplace.congestion,1.05,
routing,post_drt_wl_per_cell,36.6,µm
critical_path,crit_required,6.98,ns
floorplanning,rows,109,
cell type report:
type | instances | area (µm²)
diodes | 10 | 25.0
clock buffers | 96 | 2050
clock inverters | 36 | 430
fillers | 8240 | 57700
inverters | 31 | 118
multi-input cells | 847 | 6470
flip-flops and latches | 691 | 19700
well taps | 1165 | 1460
repair buffers | 100 | 846
Yosys cell counts (all sizes together), types with 6 or more instances:
master | number | area [µm²]
a2111oi | 7 | 143
a21oi | 9 | 45.0
a221oi | 85 | 757
a22o | 94 | 823
a22oi | 55 | 413
a32o | 7 | 70.1
and2 | 55 | 349
and3 | 135 | 881
buf | 53 | 450
clkbuf | 75 | 282
dfrtp | 85 | 2130
dlxtn | 42 | 631
edfxtp | 562 | 16900
ha | 35 | 438
inv | 31 | 116
mux2 | 31 | 375
nand2 | 44 | 165
nand3 | 17 | 85.1
nand4 | 60 | 375
nor2 | 28 | 105
nor2b | 6 | 37.5
nor3 | 15 | 75.1
nor4 | 16 | 100
o21ai | 19 | 95.1
o2bb2ai | 7 | 61.3
or4 | 10 | 75.1
xnor2 | 28 | 253
xor2 | 15 | 139
final timing paths:
kind / cells past startpoint / slack [ns] / to / startpoint
worst max-delay path: 8 / 2.59 / fifo2_inst.data_output[0] / fifo2_inst.read_ptr[4]
worst min-delay path: 0 / 0.24 / fifo1_inst.read_sync_1[1] / fifo1_inst.read_ptr[1]
worst max register to register: 8 / 2.59 / fifo2_inst.data_output[0] / fifo2_inst.read_ptr[4]
worst min register to register: 0 / 0.24 / fifo1_inst.read_sync_1[1] / fifo1_inst.read_ptr[1]
max in group clk0: 7 / 3.18 / fifo2_inst.mem[50][4] / fifo2_inst.read_sync_2[6]
max in group asynchronous: 4 / 4.17 / read_inst.select_output_reg[0] / rst
min in group clk1: 0 / 0.35 / fifo2_inst.wr_sync_2[6] / fifo2_inst.wr_sync_1[6]
min in group asynchronous: 3 / 1.32 / write_inst.cs[5] / rst
layout by cell type, fill, tap and decap left out, types with 14 or more instances in the layout:
master	instances
nor2_1	28
xor2_1	14
xnor2_1	27
edfxtp_1	562
o21ai_0	18
a221oi_1	83
mux2_2	24
ha_1	35
clkdlybuf4s50_1	38
dlxtn_1	42
a22o_1	94
nand4_1	60
and3_2	25
nor4_1	16
clkbuf_1	16
a22oi_1	55
nand2_1	44
nor3_1	14
and3_1	109
inv_1	30
buf_4	62
and2_1	51
clkbuf_16	79
nand3_1	17
dfrtp_1	77
power by group through the flow:
stage,sequential [mW],combinational [mW],clock (mW)
6_report,4.53,0.443,4.04
5_1_grt,4.55,0.478,4.24
4_1_cts,4.53,0.445,4.10
per-stage QoR:
stage / std cells / total power [mW] / cell area, µm² / setup WS (ns) / utilization [%]
2_1_floorplan: 1697 / 4.82 / 27000 / 2.95 / -
3_3_place_gp: 2834 / 5.05 / 28600 / 2.83 / 32.2
3_5_place_dp: 2834 / 5.06 / 28600 / 2.87 / 32.2
4_1_cts: 2966 / 9.08 / 31100 / 2.84 / 35.0
5_1_grt: 2967 / 9.26 / 31100 / 2.65 / 35.0
6_report: 2976 / 9.02 / 31100 / 2.59 / 35.0
logic make-up after synthesis:
| kind of cell | Yosys count | synth area share, % |
|---|---|---|
| adder cells (fa/ha/maj) | 35 | 1.62 |
| multiplexers | 36 | 1.58 |
| flip-flops | 649 | 70.6 |
| latches | 42 | 2.34 |
| XOR/XNOR | 44 | 1.53 |
| AND/OR/NAND/NOR | 405 | 8.84 |
| AND-OR/OR-AND | 327 | 10.4 |
| buffers and inverters | 159 | 3.14 |
metal layers:
layer,GRT usage (%),up-vias,part of all wire [%]
li1,-,6892,-
met5,1.92,-,0.16
met2,36.8,1109,45
met4,12.3,6,6.2
met3,16.1,256,14
met1,30.4,8513,35
worst max-delay path: stages, from the launching register on:
cell and delay [ns]:
dfrtp_1 0.51, inv_1 0.12, ha_1 0.23, buf_4 0.30, and3_1 0.53, nor4_1 0.82, nand4_1 0.42, and4b_1 0.76
mux2_4 0.35
Power is estimated from default activity; no workload was simulated.
